===== /design/flow/run.sh =====
#!/bin/bash
# OpenROAD 26Q1-2900-gdf79404cd8, Yosys 0.63+post, stock flow scripts
make -C /OpenROAD-flow-scripts/flow DESIGN_CONFIG=/design/flow/config.mk WORK_HOME=/design/flow/orfs finish

===== /design/flow/config.mk =====
export PLATFORM = sky130hd
export DESIGN_NAME = reaction_main
export DESIGN_NICKNAME = reaction_main
export VERILOG_FILES = /design/flow/design.v
export SDC_FILE = /design/flow/constraint.sdc
export NUM_CORES = 4
export LEC_CHECK = 1
export CORE_UTILIZATION = 50

===== /design/flow/constraint.sdc =====
current_design reaction_main

set clk_period 4.9
set clk_io_pct 0.2

create_clock -name clk0 -period $clk_period [get_ports {clock}]

set non_clock_inputs [all_inputs -no_clocks]
set_input_delay [expr $clk_period * $clk_io_pct] -clock clk0 $non_clock_inputs
set_output_delay [expr $clk_period * $clk_io_pct] -clock clk0 [all_outputs]

===== /design/flow/design.v =====
`timescale 1ns / 1ps
module muxer(
    input clock,
    input reset,
    input [3:0] fourth,
    input [3:0] third,
    input [3:0] second,
    input [3:0] first,
    output a_m,
    output b_m,
    output c_m,
    output d_m,
    output e_m,
    output f_m,
    output g_m,
    output dp_m,
    output [3:0] an_m
    );
localparam N = 18; 
reg [N-1:0]count;  
always @ (posedge clock or posedge reset)
 begin
  if (reset)
   count <= 0;
  else
   count <= count + 1;
 end
reg [3:0]sseg;  
reg [3:0]an_temp;  
reg reg_dp;
always @ (*)
 begin
  case(count[N-1:N-2])  
   2'b00 : 
    begin
     sseg = first;
     an_temp = 4'b1110;
     reg_dp = 1'b1;
    end
   2'b01:
    begin
     sseg = second;
     an_temp = 4'b1101;
     reg_dp = 1'b0;
    end
   2'b10:
    begin
     sseg = third;
     an_temp = 4'b1011;
     reg_dp = 1'b0;
    end
   2'b11:
    begin
     sseg = fourth;
     an_temp = 4'b0111;
     reg_dp = 1'b1;
    end
  endcase
 end
assign an_m = an_temp;
reg [6:0] sseg_temp; 
always @ (*)
 begin
  case(sseg)
   4'd0 : sseg_temp = 7'b1000000;  
   4'd1 : sseg_temp = 7'b1111001;  
   4'd2 : sseg_temp = 7'b0100100;  
   4'd3 : sseg_temp = 7'b0110000;  
   4'd4 : sseg_temp = 7'b0011001;  
   4'd5 : sseg_temp = 7'b0010010;  
   4'd6 : sseg_temp = 7'b0000010;  
   4'd7 : sseg_temp = 7'b1111000;  
   4'd8 : sseg_temp = 7'b0000000;  
   4'd9 : sseg_temp = 7'b0010000;  
   4'd10 : sseg_temp = 7'b0001001;  
   4'd11 : sseg_temp = 7'b1001111;  
   default : sseg_temp = 7'b0111111;  
  endcase
 end
assign {g_m, f_m, e_m, d_m, c_m, b_m, a_m} = sseg_temp; 
assign dp_m = reg_dp;
endmodule
`timescale 1ns / 1ps
module reaction_main(
  input clock, reset, start, stop, ave, ave2,
  output led,
  output [3:0] an,
  output a, b, c, d, e, f, g, dp
  );
reg [3:0] regd3, regd2, regd1, regd0;  
wire db_start, db_stop;
reg dffstr1, dffstr2, dffstp1, dffstp2;
always @ (posedge clock) dffstr1 <= start;
always @ (posedge clock) dffstr2 <= dffstr1;
assign db_start = ~dffstr1 & dffstr2;  
always @ (posedge clock) dffstp1 <= stop;
always @ (posedge clock) dffstp2 <= dffstp1;
assign db_stop = ~dffstp1 & dffstp2;  
muxer display (
    .clock(clock), 
    .reset(reset), 
    .fourth(regd3), 
    .third(regd2), 
    .second(regd1), 
    .first(regd0), 
    .a_m(a), 
    .b_m(b), 
    .c_m(c), 
    .d_m(d), 
    .e_m(e), 
    .f_m(f), 
    .g_m(g), 
    .dp_m(dp), 
    .an_m(an)
    );
reg [28:0] random, random_next, random_done;  
reg [4:0] count_r, count_next_r;  
wire feedback = random[28] ^ random[26]; 
always @ (posedge clock or posedge reset)
begin
 if (reset)
 begin
  random <= 29'hF;  
  count_r <= 0;
 end
 else
 begin
  random <= random_next;
  count_r <= count_next_r;
 end
end
always @ (*)
begin
 random_next = random;  
 count_next_r = count_r;
  random_next = {random[27:0], feedback};  
 if (count_r == 29) 
 begin
  count_next_r = 0;
  random_done = random;  
 end
 else
 begin
  count_next_r = count_r + 1;
  random_done = random;  
 end
end
reg [3:0] reg_d0, reg_d1, reg_d2, reg_d3;  
(* KEEP = "TRUE" *)reg [1:0] sel, sel_next;  
localparam [1:0]
      idle = 2'b00,
      starting = 2'b01,
      time_it = 2'b10,
      done = 2'b11;
reg [1:0] state_reg, state_next;
reg [28:0] count_reg, count_next; 
always @ (posedge clock or posedge reset)
begin
 if(reset)
  begin
   state_reg <= idle;
   count_reg <= 0;
   sel <=0;
  end
 else
  begin
   state_reg <= state_next;
   count_reg <= count_next;
   sel <= sel_next;
  end
end
reg go_start;
always @ (*)
begin
 state_next = state_reg;  
 count_next = count_reg;
 sel_next = sel;
 case(state_reg)
  idle:
   begin
    sel_next = 2'b00;
    if(ave)
    begin
    sel_next = 2'b11;
    end
    if(db_start)
    begin
     count_next = random_done;  
     state_next = starting;  
    end
   end
  starting:
   begin
    if(count_next == 500000000)  
    begin 
     state_next = time_it;  
    end
    else
    begin
     count_next = count_reg + 1; 
    end
   end 
  time_it:
   begin
     sel_next = 2'b01;  
     state_next = done;     
   end
  done:
   begin
    if(db_stop)
     begin
      sel_next = 2'b10;  
     end
   end
  endcase
 case(sel_next)  
  2'b00:  
  begin
   go_start = 0;  
   regd0 = 4'd12; 
   regd1 = 4'd11;
   regd2 = 4'd10;
   regd3 = 4'd12;
  end
  2'b01:  
  begin
   go_start = 1'b1;  
   regd0 = reg_d0;
   regd1 = reg_d1;
   regd2 = reg_d2;
   regd3 = reg_d3;
  end
  2'b10:  
  begin
   go_start = 1'b0;
   regd0 = reg_d0;
   regd1 = reg_d1;
   regd2 = reg_d2;
   regd3 = reg_d3;
  end
  2'b11:  
  begin
   regd0 = 4'd3;  
   regd1 = 4'd6;
   regd2 = 4'd12;
   regd3 = 4'd12;
   go_start = 1'b0;
  end
  default:
  begin
   regd0 = 4'd12;
   regd1 = 4'd12;
   regd2 = 4'd12;
   regd3 = 4'd12;
   go_start = 1'b0;
  end
 endcase  
end
reg [18:0] ticker;  
wire click;
always @ (posedge clock or posedge reset)
begin
 if(reset)
  ticker <= 0;
 else if(ticker == 500000)  
  ticker <= 0;
 else if(go_start)  
  ticker <= ticker + 1;
end
assign click = ((ticker == 500000)?1'b1:1'b0);  
always @ (posedge clock or posedge reset)
begin
 if (reset)
  begin
   reg_d0 <= 0;
   reg_d1 <= 0;
   reg_d2 <= 0;
   reg_d3 <= 0;
  end
 else if (click)  
  begin
   if(reg_d0 == 9)  
   begin   
    reg_d0 <= 0;
    if (reg_d1 == 9)  
    begin   
     reg_d1 <= 0;
     if (reg_d2 == 5)  
     begin  
      reg_d2 <= 0;
      if(reg_d3 == 9)  
       reg_d3 <= 0;
      else
       reg_d3 <= reg_d3 + 1;
     end
     else  
      reg_d2 <= reg_d2 + 1;
    end
    else  
     reg_d1 <= reg_d1 + 1;
   end
   else  
    reg_d0 <= reg_d0 + 1;
  end
end
assign led = ((count_reg == 500000000)?((db_stop == 1)?1'b0:1'b1):1'b0);
endmodule

==> out/results.tsv <==
metric	value	unit
status	finished, final reports clean	
worstMarginPinSlew	806	ps
final.min_clock_period	4790	ps
h-tree-depth	4	
worstPathArrival	3810	ps
fmax	209	MHz
required	3920	ps
syn_to_final_growth	17.9	%
design_area	7170	sq um
vias	4632	
die_x	112	microns
setup_tns	0	ps
core	11600	sq um
cts_hold_buf	0	
dp_slack	-168	ps
clock-sinks	122	
ys_area	6080	sq um
drtIter0Drc	260	
min_path_type	register to register	
place_area	6490	sq um
syn-instance-count	602	
slew_violations	0	
final_util	61.8	%
cts_inserted_buffers	17	
synth_cell_types	65	
topCellsByArea	dfrtp_1 (46%), xnor2_1 (4.2%), ha_1 (3.7%)	
top_cell	dfrtp_1	
rows	39	
startpoint_type	primary input	
grtUsageTotal	22.7	%
critPathKind	primary input to primary output	
vias_per_cell	5.86	
wl	12500	microns
ant_nets	0	
drive_above_1_share	12.0	%
warnings	41	
synthArstFlopShare	96.7	%
first_pass_iters	16	
ir_drop	330	uV
seq_area	3040	sq um
period_used_share	97.7	%
ys.flop_type	dfrtp_1	
grt-ovfl-total	0	
critical_path_peak_fanout	5	
dp.cells	758	
ys.flops	122	
ys_seq_share	50.0	%
antenna_found_initial	0	
path_clk_slew	60	ps
max_cap_viol_count	0	
die_h	112	microns
fin_worst_skew	13.8	ps
comb_area	2890	sq um
ioPinCount	19	
post-route-worst-setup-slack	114	ps
hold_viol	0	
fp_util	52.4	%
root_buffer	clkbuf_16	
largest_area_cell	dfrtp_1	
clock_latency	410	ps
dpl.hpwl	8050	microns
synth_top_area_share	46.5	%
setup_violations	0	
die_area	12600	sq um
drc_errors	0	
fillerInstances	893	
grt_pass1_vias	4516	
place.gp.congestion	0.885	
final_cells	791	
relSlewSlack	45.7	%
ys.warnings.count	2	
rsz0062_at_grt	yes	
power.density	323	nW/um^2
edf_count	0	
cts_tree	built	
synth_area_per_cell	10.1	sq um
avgRoutedWirePerCell	15.7	microns
synthesis.area	6080	sq um
top_cells_by_count	dfrtp_1 (113), nor2_1 (45), nand3_1 (38)	
p_leak	0.00321	uW
clockBufferDepth	2	
worstSetupEndpointType	primary output	
grt_pass1_wl	22200	microns
diodes	0	
port_buffers	17	
ys_cells	602	
grt_max_degree	119	
final timing paths:
| kind | start | to | slack, ps | cells past startpoint |
|---|---|---|---|---|
| hold reg to reg | dffstp1$_DFF_P_ | dffstp2$_DFF_P_ | 360 | 0 |
| hold / removal | dffstp1$_DFF_P_ | dffstp2$_DFF_P_ | 360 | 0 |
| setup / recovery | ave | b | 110 | 13 |
| min in group asynchronous | reset | count_reg[4]$_DFFE_PP0P_ | 1070 | 3 |
| setup reg to reg | dffstp2$_DFF_P_ | ticker[18]$_DFFE_PP0P_ | 1780 | 12 |
| max in group asynchronous | reset | ticker[12]$_DFFE_PP0P_ | 3330 | 3 |
where the power goes:
group          total, uW  switching (uW)  leakage [uW]  internal (uW)
combinational       25.4            20.3       0.00127           5.17
clock               1280             451      0.000290            831
sequential          1010           0.813       0.00165           1010
final cells by class:
type	instances	area share, %
clock inverter	12	2.23
sequential	122	42.4
clock buffer	20	6.37
inverter	31	1.69
tap	143	2.49
timing repair buffer	36	4.52
multi-input combinational	427	40.3
worst max-delay path, stage by stage:
cell and delay [ps]:
dlygate4sd2_1 240, a22o_1 250, or2_4 260, inv_4 60
ha_4 200, buf_4 140, nor2b_1 140, o41a_1 510
ha_1 360, inv_1 80, nor2_1 50, nor2_1 80
clkdlybuf4s50_1 460
cell families after synthesis:
family	synth area share, %
adders and majority gates	3.70
muxes	1.36
and+or+nand+nor	21.1
AOI/OAI and AO/OA	14.6
buffers and inverters	3.46
xor gates and xnor gates	5.76
DFF	50.0
per-stage QoR:
stage                     hold WS [ps]  total power, uW
after floorplan                    331             1040
after global placement             340             1060
after detailed placement           346             1060
after CTS                          356             2350
after global routing               370             2400
final                              363             2320
layout by cell type (no fill, tap or decap), drive strengths merged, types with 6 or more instances in the layout:
master	n
nand2	36
xnor2	29
and3	13
mux2i	6
a21oi	26
clkbuf	20
nand3	38
nor2b	9
a2bb2oi	8
nor2	46
nand4	23
a22oi	7
dfrtp	113
xor2	11
o22ai	8
ha	18
clkdlybuf4s50	16
nor3	12
buf	19
nor4	6
o21ai	31
inv	34
and4	14
per-layer routing:
layer	track usage [%]	up-vias	wire length (microns)
li1	-	2264	-
met1	36.3	2288	6150
met2	34.7	72	5790
met3	4.51	8	409
met4	3.02	0	101
met5	0	-	0
timing repair:
action                                  in CTS  in global routing
setup buffers                                1                  0
endpoints found under the setup margin       7                  6
pin swaps                                    5                  3
resized                                      9                  7
No activity file was given, so power comes from the tool's default toggle rates.
